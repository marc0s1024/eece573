--- /design/flow/config.mk ---
export PLATFORM = sky130hd
export DESIGN_NAME = sync_FIFO
export DESIGN_NICKNAME = sync_FIFO
export VERILOG_FILES = /design/flow/design.v
export SDC_FILE = /design/flow/constraint.sdc
export NUM_CORES = 4
export LEC_CHECK = 1
export CORE_UTILIZATION = 50
--- /design/flow/constraint.sdc ---
current_design sync_FIFO

set clk_period 2.1
set clk_io_pct 0.2

create_clock -name clk0 -period $clk_period [get_ports {clk_read}]
create_clock -name clk1 -period $clk_period [get_ports {clk_write}]

set non_clock_inputs [all_inputs -no_clocks]
set_input_delay [expr $clk_period * $clk_io_pct] -clock clk0 $non_clock_inputs
set_output_delay [expr $clk_period * $clk_io_pct] -clock clk0 [all_outputs]
--- /design/flow/design.v ---
module bin2gray #(parameter SIZE = 4) (
    input logic [SIZE-1:0] bin,
    output logic [SIZE-1:0] gray
);
    always_comb begin
       gray = (bin >> 1) ^ bin;
    end
endmodule
module pointer_sync #(parameter SIZE = 4) (
    input logic clk,     
    input logic [SIZE-1:0] bin_ptr_in,   
    output logic [SIZE-1:0] sync_gray_ptr_out,   
);
    logic [SIZE-1:0] gray_ptr;  
    bin2gray #(.SIZE(SIZE)) bin2gray_inst (
        .bin(bin_ptr_in),
        .gray(gray_ptr)
    );
    always_ff @(posedge clk) begin
        sync_gray_ptr_out <= gray_ptr;
    end
endmodule
module sync_FIFO #(parameter SIZE = 4, DEPTH = 16) (
    input logic clk_write, clk_read,  
    input logic reset,                   
    input logic [SIZE-1:0] data_in,  
    output logic [SIZE-1:0] data_out,  
    output logic empty, full  
);
    logic [SIZE-1:0] fifo_memory [0:DEPTH-1];
    logic [SIZE-1:0] write_ptr, read_ptr;
    logic [SIZE-1:0] old_write_ptr, old_read_ptr;
    logic [SIZE-1:0] write_ptr_gray, read_ptr_gray;
    logic [SIZE-1:0] sync_write_ptr, sync_read_ptr;
    always_ff @(posedge clk_write or posedge reset) begin
        if (reset) begin
            write_ptr <= 0;
            old_write_ptr <= 0;
        end 
        else begin
            old_write_ptr <= write_ptr;
            if (!full) begin
                fifo_memory[write_ptr] <= data_in;
                write_ptr <= write_ptr + 1;
            end
        end
    end
    always_ff @(posedge clk_read or posedge reset) begin
        if (reset) begin
            read_ptr <= 0;
            old_read_ptr <= 0;
        end 
        else begin
            old_read_ptr <= read_ptr;
            if (!empty) begin
                data_out <= fifo_memory[read_ptr];
                read_ptr <= read_ptr + 1;
            end
        end
    end
    always_ff @(posedge clk_read or posedge reset) begin
        if (reset) begin
            empty <= 1'b1;
        end 
        else begin
            empty <= (write_ptr == read_ptr) && ((old_read_ptr + 1 == write_ptr) || empty);
        end
    end
    always_ff @(posedge clk_write or posedge reset) begin
        if (reset) begin
            full <= 1'b0;
        end 
        else begin
            full <= (write_ptr == read_ptr) && ((old_write_ptr + 1 == read_ptr) || full);
        end
    end
    bin2gray #(SIZE) write_bin2gray (
        .bin(write_ptr),
        .gray(write_ptr_gray)
    );
    bin2gray #(SIZE) read_bin2gray (
        .bin(read_ptr),
        .gray(read_ptr_gray)
    );
    pointer_sync #(SIZE) sync_write (
        .clk(clk_read),
        .bin_ptr_in(write_ptr_gray),
        .sync_gray_ptr_out(sync_write_ptr)
    );
    pointer_sync #(SIZE) sync_read (
        .clk(clk_write),
        .bin_ptr_in(read_ptr_gray),
        .sync_gray_ptr_out(sync_read_ptr)
    );
endmodule
--- /design/flow/run.sh ---
#!/bin/bash
# OpenROAD 26Q1-2900-gdf79404cd8, Yosys 0.63+post, stock flow scripts
make -C /OpenROAD-flow-scripts/flow DESIGN_CONFIG=/design/flow/config.mk WORK_HOME=/design/flow/orfs finish
==> results.ini <==
[outcome]
status=finished clean

[placement]
dpl-instance-area_um2=3980
dp.final_hpwl_mm=5.09
io_buffer_count=11
dp_cells=375
place.gp.congestion=0.803

[sta]
setup_viol=0
slew_viol_final=0
hold_viol_final=0
final.setup.tns_ps=0
slew_headroom_pct=53.8
skew_ps=8.19
rsz0062_at_grt=no
tightestPinTransition_ps=690

[routing]
wl_per_cell_um=18.5
firstDrtPassIters=4
remaining_drc_errors=0
wirelength_mm=7.32
drt-initial-drc-count=122
vias_per_cell=5.54
num_vias=2187
antenna_left=0
diodes=0

[grt]
grt_use_total_pct=23.0
grt_pass1_wl_mm=11.9
grt_max_degree=30
grt_overflow=0
antenna_found_initial=0
grt_pass1_vias=2242

[synthesis]
synth_stat.cells=267
postSynth.asyncResetShare_pct=20.9
synthFlopType=edfxtp_1
synthesis.instances=267
ys_seq_share_pct=66.9
syn-cell-area_um2=3730
avgSynthCellArea_um2=14.0
edf_count=68
yosys_area_um2=3730
ys_seq_elements=86
synthDistinctLibCells=38
yosys_warnings=4

[cells_and_area]
area_growth_pct=13.6
drive_above_1_share_pct=15.2
final_cell_mix=edfxtp_1 (68), xnor2_1 (18), nand2_1 (17), dfrtp_1 (17), and2_1 (16)
fin_cells=395
final_area_um2=4240
final_common_cell=edfxtp_1
fillers=591
finish.utilization_pct=58.7

[floorplanning]
chipWidth_um=88.4
dieArea_um2=7810
die_h_um=88.4
core_area_um2=7210
fp-row-count=31
initCoreUtil_pct=51.7
num_io_pins=13

[clocking]
post_cts_buffers=0
cts_tree=yes
clkTransAtPathRegs_ps=70
cts.sinks=86
hold_buffers=0
cts.repair.resized=0

[setup_path]
cp_data_arrival_time_ps=1890
start_kind=flop
endpoint_kind=flop
crit_type=reg2reg
worstPathRequired_ps=2080
critical_path.max_fanout=7

[run]
cap_violations=0
warnings=32

[power]
power.density_nw_per_um2=745
leakagePower_nw=1.46
peakVddDrop_uv=499
total_power_mw=3.16

[worst_hold_path]
hp-class=in2async

-- sequential cells by signal (all words and copies together), names as in the netlist --
signal and cells:
data_out 4, empty 1, fifo_memory 64, full 1, old_read_ptr 4, old_write_ptr 4, read_ptr 4, write_ptr 4
-- worst max-delay path, cell delays in order, from the launching register on --
cell	delay (ps)
dfrtp_1	410
ha_1	350
buf_4	220
a22oi_1	210
o21ai_1	110
a22oi_2	240
a21oi_1	110
-- final cells by class --
| type | count | area, um^2 | area share [%] |
|---|---|---|---|
| Tap cell | 99 | 124 | 2.92 |
| Inverter | 9 | 33.8 | 0.797 |
| Clock buffer | 13 | 169 | 3.99 |
| Multi-Input combinational cell | 158 | 1120 | 26.5 |
| Timing Repair Buffer | 23 | 225 | 5.32 |
| Clock inverter | 7 | 68.8 | 1.62 |
| Sequential cell | 86 | 2490 | 58.9 |
-- per-stage QoR --
stage	worst slack [ps]	hold slack [ps]
2_1_floorplan	207	349
3_3_place_gp	96.7	553
3_5_place_dp	52.4	554
4_1_cts	42.3	470
5_1_grt	33.9	517
6_report	188	477
-- power by group --
part | leakage (nW) | internal, mW | switching, mW | total [mW]
sequential | 0.833 | 1.84 | 0 | 1.84
clock | 0.120 | 0.682 | 0.598 | 1.28
combinational | 0.502 | 0.0108 | 0.0292 | 0.0400
total | 1.46 | 2.53 | 0.627 | 3.16
-- synth_stat cells, types with 3 or more instances --
| cell | instances | area share (%) |
|---|---|---|
| nand2_1 | 17 | 1.7 |
| a31oi_1 | 4 | 0.67 |
| nand3b_1 | 3 | 0.60 |
| edfxtp_1 | 68 | 55 |
| dfrtp_1 | 17 | 11 |
| a21oi_1 | 9 | 1.2 |
| xnor2_1 | 18 | 4.2 |
| buf_2 | 7 | 0.94 |
| buf_6 | 4 | 1.2 |
| and2_1 | 16 | 2.7 |
| inv_1 | 9 | 0.91 |
| a2111oi_2 | 4 | 1.6 |
| o21ai_0 | 7 | 0.94 |
| o22ai_1 | 4 | 0.67 |
| a22oi_1 | 14 | 2.8 |
| o21ai_1 | 3 | 0.40 |
| nor2_1 | 13 | 1.3 |
| nand3_1 | 10 | 1.3 |
| nand4_1 | 3 | 0.50 |
| ha_1 | 10 | 3.4 |
| mux2i_1 | 4 | 1.1 |
-- per-layer routing --
metal | track usage (%) | wire length [um] | share of wire (%)
met1 | 36.5 | 3240 | 44
met3 | 12.7 | 639 | 8.7
met5 | 0 | 0 | 0
met2 | 31.7 | 3320 | 45
met4 | 3.23 | 121 | 1.7
-- cells by family after synthesis --
logic type / synth area share, %
flops: 66.9
simple gates: 9.73
buf+inv: 3.42
compound gates: 10.2
xor+xnor: 4.70
fa+ha+maj: 3.36
mux: 1.68
-- worst paths after layout --
path | from | to | slack [ps] | cells after the start
worst max-delay path | read_ptr[0] | data_out[1] | 190 | 6
max in group asynchronous | reset | empty | 990 | 3
min in group clk0 | empty | read_ptr[0] | 560 | 1
worst max register to register | read_ptr[0] | data_out[1] | 190 | 6
max in group clk1 | reset | fifo_memory[5][2] | 440 | 5
worst min-delay path | reset | old_write_ptr[3] | 480 | 2
min in group clk1 | write_ptr[1] | old_write_ptr[1] | 590 | 0
worst min register to register | empty | read_ptr[0] | 560 | 1
Power figures rest on the tool's default switching activity, not on a simulated workload.
